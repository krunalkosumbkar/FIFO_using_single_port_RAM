### ./config.mk
export PLATFORM = sky130hd
export DESIGN_NAME = fsm_next
export DESIGN_NICKNAME = fsm_next
export VERILOG_FILES = /design/flow/design.v
export SDC_FILE = /design/flow/constraint.sdc
export NUM_CORES = 4
export LEC_CHECK = 1
export CORE_UTILIZATION = 50
### ./design.v
module fsm_next#(  parameter int PTR_WIDTH = 9
)(
  input  logic                  clk,
  input  logic                  rst_n,
  input  logic                  r_bit,
  input  logic                  w_bit,
  output logic                  full, 
  output logic                  empty, 
  output logic                  write_en,
  output logic                  en,
  output logic [PTR_WIDTH-1:0]  addr
);
  typedef enum logic [2:0] {
    IDLE  = 3'b001,
    WRITE = 3'b010,
    READ  = 3'b100
  } state_t;
(* fsm_encoding="user", fsm_safe_state = "default_state" *)
  state_t state, next_state;
  logic [PTR_WIDTH:0] w_ptr, r_ptr;
  logic [PTR_WIDTH:0] w_ptr_gray, r_ptr_gray;
  logic [PTR_WIDTH:0] next_w_ptr, next_r_ptr;
  assign next_w_ptr = w_ptr + 1'b1;
  assign next_r_ptr = r_ptr + 1'b1;
always_ff @(negedge clk) begin
  if (!rst_n) begin
    state <= IDLE; 
  end else begin
    state <= next_state;
  end
end
  always_comb begin
    next_state = state;
    unique case (state)
      IDLE  : next_state = (w_bit && !full)?   WRITE  : (r_bit && !empty) ? READ : IDLE;
      WRITE : next_state = (r_bit && !empty)?  READ   : IDLE;
      READ  : next_state = (w_bit && !full)?   WRITE  : IDLE;
      default: next_state = IDLE;
    endcase
  end
assign en = (state[1]) | (state[2]);  
assign write_en  = (state[1]) ;
 always_ff@(negedge clk) begin 
    if (!rst_n) begin
      w_ptr      <= 'h0;
      r_ptr      <= 'h0;
      addr       <= 'h0;
      w_ptr_gray <= 'h0;
      r_ptr_gray <= 'h0;end 
    else begin
    unique case(1'b1)
      next_state[1]: begin
         addr       <=  w_ptr;
         w_ptr      <= next_w_ptr;
         w_ptr_gray <= (next_w_ptr >> 1) ^ next_w_ptr;      
         end      
      next_state[2]: begin     
         addr       <=  r_ptr;
         r_ptr      <= next_r_ptr;
         r_ptr_gray <= (next_r_ptr >> 1) ^ next_r_ptr;             
         end 
      default:begin
         addr       <= 'h0;
         w_ptr      <= w_ptr;
         r_ptr      <= r_ptr;
         w_ptr_gray <= w_ptr_gray;
         r_ptr_gray <= r_ptr_gray; end                   
     endcase
     end   
 end
  assign full  = (w_ptr_gray ==
                 {~r_ptr_gray[PTR_WIDTH:PTR_WIDTH-1],
                   r_ptr_gray[PTR_WIDTH-2:0]});
  assign empty = (r_ptr_gray == w_ptr_gray);
endmodule
### ./constraint.sdc
current_design fsm_next

set clk_period 5.8
set clk_io_pct 0.2

create_clock -name clk0 -period $clk_period [get_ports {clk}]

set non_clock_inputs [all_inputs -no_clocks]
set_input_delay [expr $clk_period * $clk_io_pct] -clock clk0 $non_clock_inputs
set_output_delay [expr $clk_period * $clk_io_pct] -clock clk0 [all_outputs]
### ./run.sh
#!/bin/bash
# OpenROAD 26Q1-2900-gdf79404cd8, Yosys 0.63+post, stock flow scripts
make -C /OpenROAD-flow-scripts/flow DESIGN_CONFIG=/design/flow/config.mk WORK_HOME=/design/flow/orfs finish
==> flow_metrics.py <==
# Auto-generated metrics
metrics = {
    "outcome": {
        "outcome": "finished, violations left",
        "violations": "negative setup slack",
    },
    "routing": {
        "postRouteWirelength_mm": 7.34,
        "first_iter_violations": 178,
        "final_antenna_net_count": 0,
        "average_detailed_routed_wire_length_per_instance_um": 15.0,
        "vias_per_cell": 5.29,
        "first_pass_iters": 7,
        "vias": 2597,
        "drc": 0,
        "n_antenna_cell": 0,
    },
    "clock_tree": {
        "cts.path.max_buffers": 2,
        "clock.latency.late_pin_ns": 0.38,
        "clk_root_buffer_cell": "sky130_fd_sc_hd__clkbuf_8",
        "cts_buf_count": 5,
        "holdBufCountCts": 0,
        "cts.clk_slew.worst_paths_ns": 0.03,
        "tritoncts": "yes",
        "htree_num_levels": 2,
        "clock-sinks": 51,
    },
    "yosys": {
        "netlist_instances": 327,
        "synthMuxAreaShare_pct": 5.95,
        "ys_sh_simple_pct": 23.2,
        "yosysUniqueCellTypes": 39,
        "yosys.stat.chipArea_sq_um": 2860,
        "yosysWarningCount": 3,
        "enable_flop_cells": 0,
        "synth_flop_count": 51,
        "post-synth-top-area-fraction_pct": 35.7,
        "avg_synthesized_cell_area_sq_um": 8.74,
        "synth_sequential_area_ratio_pct": 35.7,
        "synthAdderAreaFrac_pct": 0.875,
        "netlist_top_cells_area": "sky130_fd_sc_hd__dfxtp_1 (36%), sky130_fd_sc_hd__xnor2_1 (13%), sky130_fd_sc_hd__mux2i_1 (6.0%)",
        "cell_type_with_the_largest_total_area": "sky130_fd_sc_hd__dfxtp_1",
        "and_or_or_and_cells_area_fraction_pct": 12.0,
        "syn_area_sq_um": 2860,
        "ys_top_cells_by_count": "sky130_fd_sc_hd__dfxtp_1 (51), sky130_fd_sc_hd__xnor2_1 (42), sky130_fd_sc_hd__nand2_1 (38)",
        "top_logic_kind": "simple AND/OR/NAND/NOR gates",
        "postSynth.asyncResetShare_pct": 0,
        "yosys.area_share.xor_xnor_pct": 16.2,
        "yosys_cells": 327,
        "synthFlopType": "sky130_fd_sc_hd__dfxtp_1",
        "most_common_cell": "sky130_fd_sc_hd__dfxtp_1",
    },
    "global_route": {
        "first_global_vias": 2477,
        "grt_pass1_wl_mm": 11.5,
        "antenna_violations_before_repair": 0,
        "maximum_number_of_pins_on_one_net_before_global_route_repair": 37,
        "grt.total_usage_pct": 24.9,
        "gr-total-overflow": 0,
    },
    "pwr": {
        "vdd.ir_drop.worst_v": 0.000213,
        "total_power_density_per_cell_area_nw_per_um2": 345,
        "share_clk_of_total_power_pct": 28.7,
        "share_seq_of_total_power_pct": 31.8,
        "swShare_pct": 35.4,
        "power.internal_w": 0.000867,
        "p_switching_w": 0.000476,
        "cellLeakagePower_nw": 1.77,
        "share_comb_of_total_power_pct": 39.6,
        "post_layout_power_w": 0.00134,
    },
    "timing": {
        "hold_viol": 0,
        "setup_ws_ns": -0.00890,
        "worstMarginPinSlew_ns": 0.731,
        "setup_skew_after_layout_ns": 0.0309,
        "number_of_setup_violations_in_the_final_report": 1,
        "max-slew-margin-rel_pct": 51.1,
        "timing.final.max_slew_violations": 0,
        "setup_tns_ns": -0.00890,
    },
    "placed_design": {
        "detailed_place.area_sq_um": 3060,
        "preCtsSetupSlack_ns": 0.221,
        "globalplace.congestion": 0.858,
        "portBuffers": 16,
        "dp_hpwl_mm": 3.71,
    },
    "final_layout": {
        "fin_area_sq_um": 3900,
        "filler_cell_count": 405,
        "syn_to_final_growth_pct": 36.3,
        "post_route_cells_drive_above_1_share_pct": 23.6,
    },
    "critical_path": {
        "worstPathBufferInverterCount": 2,
        "critical_path.max_fanout": 4,
        "endpoint_kind": "primary output",
        "timing.setup.critical_path_class": "reg -> out",
        "crit_path_start_kind": "register",
        "critical-path-slowest-cell": "sky130_fd_sc_hd__dfxtp_4",
        "cp_data_arrival_time_ns": 4.65,
        "critPathTopFamily": "simple AND/OR/NAND/NOR gates",
        "cp_data_required_time_ns": 4.64,
        "cp_cell_sequence": "xnor2_2, nand4_1, buf_4, or2_4, nor2_1, dlygate4sd2_1",
        "max_stage_delay_ns": 0.35,
    },
    "die": {
        "fp.dieArea_sq_um": 6020,
        "chipWidth_um": 77.6,
        "io-pin-count": 17,
        "floorplan.rows": 27,
        "core_area_sq_um": 5510,
        "die_h_um": 77.6,
        "core_util_floorplan_pct": 51.9,
    },
    "run": {
        "log.warning_count": 76,
        "max_cap_violations": 0,
    },
    "hold_path": {
        "hp-class": "reg -> reg",
    },
}
[metal layers]
| metal | vias up | GRT usage, % | share of wire, % |
|---|---|---|---|
| met3 | 13 | 8.00 | 5.7 |
| met2 | 78 | 36.9 | 46 |
| li1 | 1290 | - | - |
| met4 | 0 | 10.4 | 2.2 |
| met1 | 1216 | 34.0 | 46 |
| met5 | - | 0 | 0 |
[power by group through the flow]
stage,clock (W),sequential [W],combinational [W]
finish,0.000385,0.000427,0.000531
global route,0.000443,0.000429,0.000563
CTS,0.000399,0.000422,0.000450
[through the flow]
step                      utilization [%]  hold WS [ns]  cells
after global routing                 70.8         0.537    491
after CTS                            68.1         0.515    493
after floorplan                         -         0.492    327
final                                70.8         0.515    491
after global placement               55.5         0.502    395
after detailed placement             55.5         0.507    395
[registers in the layout, indices dropped and copies added (netlist names)]
signal	flops
r_ptr	9
state	3
write_en	1
w_ptr	9
w_ptr_gray	10
addr	9
r_ptr_gray	10
[cells in the final DEF (no fill, tap or decap), types with 5 or more instances in the layout]
cell / count
sky130_fd_sc_hd__clkbuf_8: 5
sky130_fd_sc_hd__nor2_1: 11
sky130_fd_sc_hd__inv_1: 56
sky130_fd_sc_hd__xnor2_1: 38
sky130_fd_sc_hd__dfxtp_1: 37
sky130_fd_sc_hd__nand2b_1: 13
sky130_fd_sc_hd__mux2i_1: 17
sky130_fd_sc_hd__nand4_1: 9
sky130_fd_sc_hd__xor2_1: 11
sky130_fd_sc_hd__nand2_1: 38
sky130_fd_sc_hd__clkdlybuf4s50_1: 14
sky130_fd_sc_hd__nand3_1: 5
sky130_fd_sc_hd__nor2b_1: 15
sky130_fd_sc_hd__and2_1: 14
sky130_fd_sc_hd__a21oi_1: 6
sky130_fd_sc_hd__o211a_1: 9
sky130_fd_sc_hd__dfxtp_2: 13
sky130_fd_sc_hd__buf_4: 41
sky130_fd_sc_hd__a22oi_2: 6
[layout make-up]
class	instances	area, sq um	area share, %
Clock buffer	5	68.8	1.77
Clock inverter	54	234	6.00
Inverter	4	15.0	0.385
Multi-Input combinational cell	241	1830	47.0
Sequential cell	51	1040	26.7
Tap cell	72	90.1	2.31
Timing Repair Buffer	64	616	15.8
[worst reg2reg max path, delay by kind of cell (launching register included)]
kind                      cells  cell delay [ns]
xor gates and xnor gates      1             0.16
DFF                           1             0.35
and+or+nand+nor               1             0.18
buffers and inverters        32             4.13
AOI/OAI and AO/OA             4             0.84
[kinds of logic after synthesis]
kind of cell | after synthesis
xor+xnor | 53
fa+ha+maj | 2
compound gates | 46
buf+inv | 35
flops | 51
mux | 17
simple gates | 123
[final timing paths]
check / start / to / slack [ns] / depth (start not counted)
max: r_ptr_gray[2]$_SDFFE_NN0P_ / full / -0.009 / 6
min: w_ptr_gray[6]$_SDFFE_NN0N_ / w_ptr_gray[6]$_SDFFE_NN0N_ / 0.52 / 1
min reg2reg: w_ptr_gray[6]$_SDFFE_NN0N_ / w_ptr_gray[6]$_SDFFE_NN0N_ / 0.52 / 1
max reg2reg: r_ptr_gray[2]$_SDFFE_NN0P_ / r_ptr_gray[0]$_SDFFE_NN0P_ / 0.08 / 38
[timing repair]
item / 4_1_cts / 5_1_grt
buffers inserted: 39 / 1
setup endpoints to repair: 2 / 51
pin swaps: 12 / 10
gates resized: 24 / 21
gates cloned: 1 / 3
Power is estimated from default activity; no workload was simulated.
