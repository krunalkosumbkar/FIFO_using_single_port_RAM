## design/flow/config.mk

```make
export PLATFORM = sky130hd
export DESIGN_NAME = ram_sv
export DESIGN_NICKNAME = ram_sv
export VERILOG_FILES = /design/flow/design.v
export SDC_FILE = /design/flow/constraint.sdc
export NUM_CORES = 4
export LEC_CHECK = 1
export CORE_UTILIZATION = 40
```

## design/flow/constraint.sdc

```tcl
current_design ram_sv

set clk_period 2.3
set clk_io_pct 0.2

create_clock -name clk0 -period $clk_period [get_ports {clk}]

set non_clock_inputs [all_inputs -no_clocks]
set_input_delay [expr $clk_period * $clk_io_pct] -clock clk0 $non_clock_inputs
set_output_delay [expr $clk_period * $clk_io_pct] -clock clk0 [all_outputs]
```

## design/flow/design.v

```verilog
module ram_sv#(
  parameter int DEPTH       = 32,
  parameter int DATA_WIDTH  = 8,
  parameter int ADDR_WIDTH  = $clog2(DEPTH)
)(
  input  logic                  clk,
  input  logic                  we,
  input  logic                  en,
  input  logic [ADDR_WIDTH-1:0] addr,
  input  logic [DATA_WIDTH-1:0] di,
  output logic [DATA_WIDTH-1:0] dout
);
  logic [DATA_WIDTH-1:0] RAM [0:DEPTH-1];
  always_ff @(posedge clk) begin
    if (en) begin
      if (we) begin
        RAM[addr] <= di;         
      end else begin
        dout <= RAM[addr];       
      end
    end
  end
endmodule
```

## design/flow/run.sh

```bash
#!/bin/bash
# OpenROAD 26Q1-2900-gdf79404cd8, Yosys 0.63+post, stock flow scripts
make -C /OpenROAD-flow-scripts/flow DESIGN_CONFIG=/design/flow/config.mk WORK_HOME=/design/flow/orfs finish
```

==> impl_metrics.env <==
# flow metrics
export IMPL_firstDrtPassIters=4
export IMPL_cts_buffers=26
export IMPL_pre_cts_ws_ns=-0.4473
export IMPL_drv_slew=0
export IMPL_clock_sinks=264
export IMPL_ys_flops=264
export IMPL_post_route_min_period_ns=2.176
export IMPL_crit_required_ns=2.58
export IMPL_gp_congestion=0.9334
export IMPL_drive_gt1_share_pct=18.58
export IMPL_yosysTopAreaCell="edfxtp_1"
export IMPL_drc=0
export IMPL_synthCells=580
export IMPL_yosys_top_cells_area="edfxtp_1, mux2i_1, o22ai_1, nor2_1, buf_2"
export IMPL_end_kind="flop"
export IMPL_max_slew_margin_rel_pct=66.53
export IMPL_worstSetupPathType="in -> reg"
export IMPL_ys_seq_share_pct=77.04
export IMPL_core_area_um2=25180
export IMPL_ys_cells=580
export IMPL_io_pins=24
export IMPL_vias_per_cell=5.288
export IMPL_n_fill_cell=2002
export IMPL_run_status="finished, final reports clean"
export IMPL_die_area_um2=26370
export IMPL_grt_max_degree=37
export IMPL_wl_per_cell_um=21.20
export IMPL_vias=5473
export IMPL_hp_class="reg -> reg"
export IMPL_portBuffers=23
export IMPL_grt_pass1_vias=5561
export IMPL_setup_violations=0
export IMPL_postLayoutSetupSlackWorst_ns=0.1245
export IMPL_clock_fmax_mhz=459.7
export IMPL_cp_max_fo=14
export IMPL_synth_top_area_share_pct=77.04
export IMPL_placed_cell_area_um2=11540
export IMPL_peakVddDrop_mv=0.6463
export IMPL_mostFrequentLayoutCells="edfxtp_1, mux2i_1, buf_4"
export IMPL_area_growth_pct=20.26
export IMPL_maxCapViolations=0
export IMPL_dp_hpwl_um=14680
export IMPL_fp_row_count=58
export IMPL_antenna_found_initial=0
export IMPL_fin_area_um2=12370
export IMPL_grt_usage_pct=18.78
export IMPL_final_common_cell="edfxtp_1"
export IMPL_finalCritPeriodShare_pct=94.59
export IMPL_cts_resized=0
export IMPL_drt_initial_drc_count=476
export IMPL_fp_util_pct=40.86
export IMPL_avgSynthCellArea_um2=17.74
export IMPL_ant_nets=0
export IMPL_cts_setup_buffers=0
export IMPL_grt_first_pass_wirelength_um=33510
export IMPL_rsz0062_at_grt="no"
export IMPL_clock_latency_ns=0.52
export IMPL_ys_warn_count=1
export IMPL_warnings=25
export IMPL_yosysUniqueCellTypes=23
export IMPL_cts_root_buf="clkbuf_16"
export IMPL_overflow=0
export IMPL_syn_area_um2=10290
export IMPL_postCtsHoldBufs=0
export IMPL_drt_wl_total_um=21950
export IMPL_cts_htree_levels=1
export IMPL_yosysChipArea_um2=10290
export IMPL_critical_path_arrival_ns=2.45
export IMPL_cts_max_path_buffers=3
export IMPL_worst_pin_slew_ns=0.5009
export IMPL_power_density_nw_per_um2=805.2
export IMPL_diodes=0
export IMPL_die_width_um=162.4
export IMPL_start_kind="input port"
export IMPL_p_leak_nw=4.348
export IMPL_finClkSkew_ns=0.01213
export IMPL_cts_tree="done"
export IMPL_hold_viol=0
export IMPL_clk_pin_slew_worst_paths_ns=0.06
export IMPL_finalPower_mw=9.963
export IMPL_die_y_um=162.4
==> path summary, 6_finish.rpt <==
kind / from / end / slack [ns] / depth (start not counted)
hold / removal: RAM[12][2] / dout[2] / 0.73 / 4
hold reg to reg: RAM[12][2] / dout[2] / 0.73 / 4
setup reg to reg: RAM[15][0] / dout[0] / 0.64 / 5
setup / recovery: addr[0] / dout[0] / 0.12 / 9
==> power by group <==
part | internal (mW) | switching, mW | total, mW
sequential | 5.34 | 0.0108 | 5.35
combinational | 0.213 | 0.298 | 0.512
clock | 2.47 | 1.63 | 4.10
==> flip-flops by register name, indices dropped and copies added, names as in the netlist <==
signal and flops:
RAM 256, dout 8
==> area by class of cell <==
cell class	instances	area [µm²]	area share (%)
clock buffer	34	701.9	5.672
tap	330	412.9	3.337
sequential	264	7928	64.06
clock inverter	12	135.1	1.092
timing repair buffer	114	1002	8.099
multi-input combinational	281	2195	17.74
==> logic make-up after synthesis <==
logic type             after synthesis  synth area share [%]
AND-OR/OR-AND                       64                 3.891
multiplexers                       128                 12.45
buffers and inverters               35                 1.678
AND/OR/NAND/NOR                     89                 4.937
flip-flops                         264                 77.04
==> stage by stage <==
step / hold WS, ns / utilization [%] / setup TNS (ns) / std cells
global placement: 0.7123 / 45.82 / -17.99 / 989
detailed placement: 0.7037 / 45.82 / -21.65 / 989
CTS: 0.7255 / 49.14 / 0 / 1035
floorplan: 0.5589 / - / 0 / 580
finish: 0.7253 / 49.14 / 0 / 1035
global route: 0.7592 / 49.14 / 0 / 1035
==> cells in the mapped netlist, drive strengths merged <==
| cell type | n |
|---|---|
| buf | 26 |
| nand4bb | 5 |
| mux2i | 128 |
| or4 | 1 |
| nor4 | 16 |
| o22ai | 64 |
| nand2 | 13 |
| nand3b | 2 |
| or3 | 2 |
| edfxtp | 264 |
| nor3 | 4 |
| nand4b | 4 |
| clkbuf | 9 |
| nor2b | 1 |
| nor2 | 31 |
| nand4 | 2 |
| or3b | 2 |
| or4bb | 1 |
| nand3 | 1 |
| or4b | 4 |
==> worst max-delay path: stages <==
cell and delay [ns]:
clkdlybuf4s50_1 0.52, buf_4 0.24, buf_4 0.15, nand4_1 0.11, buf_12 0.14, o22ai_1 0.13
nor4_1 0.48, buf_4 0.19, nand2_1 0.04
==> per-layer routing <==
metal	vias up	GRT usage, %	part of all wire (%)
li1	2561	-	-
met1	2684	28.08	42
met2	202	28.01	47
met3	26	8.468	10
met4	0	3.002	1.6
met5	-	0	0
Power is estimated from default activity; no workload was simulated.
